==> /design/flow/design.v <==
`timescale 1ns / 1ps
module getall (
    input clk,
    input rst,
    input [4:0] ar,
    input [15:0] sw,
    output [7:0] a,
    output [6:0] led
);
wire clkd;
wire [3:0] dd;
wire [2:0] cnt;
fpq a0(rst,clk,clkd);
counter a1(clkd,rst,0,1,0,cnt);
decodercnt a4(cnt,a);
mux a2(cnt,sw,ar,dd);
decoder7 a3(dd,led); 
endmodule
`timescale 1ns / 1ps
module d_trigger(
    input d,
    input clk,
    output reg dd
    );
always@(posedge clk)begin
    dd <= d;
end    
endmodule
`timescale 1ns / 1ps
module db (
    input x,
    input rstn,
    input clk,
    output reg y
);
integer N = 1000000;
integer cnt = 0;
integer cnt1 = 1000000;
always @(posedge clk) begin
    if(rstn) cnt <= 0;
    else if(x&&cnt < N) cnt <= cnt+1;
    else if(x == 0) cnt <= 0;
end
always @(posedge clk) begin
    if(rstn) cnt1 <= N;
    else if(x == 0 && cnt1 >0) cnt1 <= cnt1-1;
    else if(x == 1) cnt1 <= N;
end
always @(*) begin
    if(cnt == N) y = 1;
    else if(cnt1 == 0) y = 0;
end
endmodule
`timescale 1ns / 1ps
module mux(
    input [7:0] d0,
    input [7:0] d1,
    input [1:0] state,
    output reg [7:0] d2 
    );
    always@(*)begin
        if((state == 2'b00) || (state == 2'b01)) begin
            d2 = d0;
        end
        else d2 = d1;
    end
endmodule
`timescale 1ns / 1ps
module cnt3(
    input y,
    input clk,
    output p
    );
    reg [25:0] i = 0;
    always@(posedge clk)begin
        if(y == 1) i <= i+1;
        else i <= 0;
    end
    assign p = (i == 26'b11111111111111111111111111);
endmodule
`timescale 1ns / 1ps
module counter_v2 (
    input clk,rstn,pe,ce,
    input [15:0] d,
    output reg [15:0] cnt
);
always @(posedge clk) begin
    if(rstn) cnt <= 0;
    else if(pe) cnt <= d;
    else if(ce)begin
        cnt <= cnt+1;
    end 
end
endmodule
`timescale 1ns / 1ps
module getall_v2 (
    input btnc,
    input clk,
    input rst,
    output [3:0] a,
    output [6:0] led,
    output [3:0] ledc
);
wire y;
wire p;
wire q;
wire t;
wire [15:0] cnt;
db d0(btnc,rst,clk,y);
ps d1(y,clk,p);
cnt3 d5(y,clk,q);
assign t = p|q;
counter_v2 d2(clk,rst,0,t,0,cnt);
getall d3(clk,rst,cnt,a,led,ledc);
endmodule
`timescale 1ns / 1ps
module ps(
    input a,
    input clk,
    output p
    );
    wire b;
    wire c;
    wire s;
    d_trigger a0(a,clk,b);
    d_trigger a1(b,clk,s);
    d_trigger a2(s,clk,c);
    assign p = (~c)&s;
endmodule
`timescale 1ns / 1ps
module counter (
    input clk,rstn,pe,ce,
    input [1:0] d,
    output reg [1:0] cnt
);
always @(posedge clk) begin
    if(rstn) cnt <= 0;
    else if(pe) cnt <= d;
    else if(ce)begin
        if(cnt == 2'b10) cnt <= 0;
        else cnt <= cnt+1;
    end 
end
endmodule
`timescale 1ns / 1ps
module decoder7(
    input [3:0] d,
    output reg [6:0] led
);
always @(*) begin
    case (d)
        0:led = 7'b0000_001;
        1:led = 7'b1001_111;
        2:led = 7'b0010_010;
        3:led = 7'b0000_110;
        4:led = 7'b1001_100;
        5:led = 7'b0100_100;
        6:led = 7'b0100_000;
        7:led = 7'b0001_111;
        8:led = 7'b0000_000;
        9:led = 7'b0001_100;
        10:led = 7'b0001_000;
        11:led = 7'b0000_000;
        12:led = 7'b0110_001;
        13:led = 7'b0000_001;
        14:led = 7'b0110_000;
        15:led = 7'b0111_000;
        default: led = 0; 
    endcase
end
endmodule
`timescale 1ns / 1ps
module decodercnt(
    input [1:0] cnt,
    output reg [7:0] q
    );
    always@(*)begin
        case(cnt)
            2'b00: q = 8'b11111011;
            2'b01: q = 8'b11111101;
            2'b10: q = 8'b11111110;
            default:q = 8'b11111111;
        endcase
    end
endmodule
`timescale 1ns / 1ps
module fpq (
    input rst,
    input clk,
    output clkd
);
reg [12:0] cnt = 0;
parameter N = 8000;
always@(posedge clk) begin
    if(rst) cnt <= 0;
    else cnt <= cnt+1;
end
assign clkd = (cnt == (N-2));
endmodule
==> /design/flow/run.sh <==
#!/bin/bash
# OpenROAD 26Q1-2900-gdf79404cd8, Yosys 0.63+post, stock flow scripts
make -C /OpenROAD-flow-scripts/flow DESIGN_CONFIG=/design/flow/config.mk WORK_HOME=/design/flow/orfs finish
==> /design/flow/config.mk <==
export PLATFORM = sky130hd
export DESIGN_NAME = getall_v2
export DESIGN_NICKNAME = getall_v2
export VERILOG_FILES = /design/flow/design.v
export SDC_FILE = /design/flow/constraint.sdc
export NUM_CORES = 4
export LEC_CHECK = 1
export CORE_AREA = 10 10 76 76
export DIE_AREA = 0 0 86 86
==> /design/flow/constraint.sdc <==
current_design getall_v2

set clk_period 2.1
set clk_io_pct 0.2

create_clock -name clk0 -period $clk_period [get_ports {clk}]

set non_clock_inputs [all_inputs -no_clocks]
set_input_delay [expr $clk_period * $clk_io_pct] -clock clk0 $non_clock_inputs
set_output_delay [expr $clk_period * $clk_io_pct] -clock clk0 [all_outputs]
==> run summary <==
run results: outcome=finished clean, num rows=23, reg-to-reg endpoint=d3.a0.cnt[10], Avg Cell Area, Syn=8.86 sq um, CP endpoint kind=flop, total power density per cell area=539 nW/um^2, power consumption=0.496 mW, placed cell areas=875 sq um, met2 Usage GRT=5.68%, Hold Path End=d3.a0.cnt[11], achievable frequency=660 MHz, Max Buffers Root-to-Sink=2, GRT met1 Usage=5.21%, cycle use final=72.2%, critical path arrival=1680 ps, gr ovfl total=0, ys cells=89, wire per inst=9.51 um, H-Tree Level Count=1, Die Span X=86 um, CTS tree=done, Syn Inst Count=89, worst skew pair latency=240 ps, CP peak stage delay=430 ps, Max IR drop VDD=0.000546 V, All-Layer GR Usage=3.74%, Cells after DPL=142, Log Warnings=31, Total Wirelength=1390 um, Fill cells=437, min Tclk post-route=1520 ps, Flops after synth=15, FP Core Util=19.2%, Num CTS Buffers=3, CP required=2260 ps, WS Path Type=reg -> reg, most common cell after layout, fill and taps aside=dfxtp_1, worst setup margin=584 ps, endpoints left unconstrained=9, I/O pins=18, Fin Hold WS=482 ps, Pins Over Slew Limit=0, DP Worst Slack=578 ps, register pins left without a clock=2, Distinct cells, synth=23, Hold Vio Cnt, Final=0, PostCTS Resize Cnt=0, PortBufs=8, Top Layout Cells=dfxtp_1, a21oi_1, conb_1, clkdlybuf4s50_1, Min-Delay Path Class=reg -> reg, Slew headroom=62.4%, RSZ-0062 raised after global routing=no, Pre-Repair DR Iteration Count=4, post-synthesis cell area=788 sq um, Root Driver=clkbuf_8, Setup TNS=0 ps, core area=4120 sq um, MaxCap Viol Count=0, largest net degree at the start of global routing=16, Final Non-Filler Cells=146, via/cell ratio=3.99, DRC Markers=0, leak pwr=0.330 nW, GRT Max-Usage Layer=met2, CP Launch Type=flop, DRT antenna net count=0, Vias=582, fin util=22.4%, ANT cells=0, crit-path max FO=6, setup violators final=0, critical-path cell list=ha_1 -> nand3_1 -> or4_1 -> a21oi_1, R2R Setup Slk=580 ps, Post-CTS Setup Bufs=0, Post-DP HPWL=1040 um, Hold Buf Count CTS=0, initial antenna violation count=0, die height=86 um, first-pass GRT wire length=2400 um, CP max-delay cell=or4_1, GPL Wtd Cong=0.805, Yosys Chip Area=788 sq um, design area=921 sq um, die area=7400 sq um, share of layout cells above drive strength 1=7.29%, Area growth syn-to-layout=16.8%, R2R cell count=4, Hold Path Depth=2, min-delay src=d3.a0.cnt[11], vias in the first global route=552, met3 usage=1.24%, Worst Skew=3.58 ps, Reg clk slew, reported paths=60 ps, delay-heaviest family, CP=simple AND/OR/NAND/NOR gates, r2r startpoint=d3.a0.cnt[0], Post-synth seq share=38.1%, Iter 0 DRT Violations=8, Crit path buffers/inverters=0, tally of yosys warning messages=28, measured slew at the worst slew-check pin=562 ps
-- report_power, final --
| part | switching (mW) | total (mW) | internal, mW |
|---|---|---|---|
| Combinational | 0.0104 | 0.0173 | 0.00690 |
| Sequential | 0.00704 | 0.259 | 0.252 |
| Clock | 0.0891 | 0.220 | 0.131 |
| Total | 0.107 | 0.496 | 0.390 |
-- synth_stat cells, drive strengths merged --
library cell	instances	share of area, %
dfxtp	15	38
nor3b	1	0.95
xnor2	1	1.1
nor2	5	2.4
o31ai	4	3.8
inv	7	3.3
nand4	4	4.0
or4	4	3.8
a21oi	8	5.1
o21ai	4	2.5
nor3	2	1.3
nand4bb	1	1.4
xor2	2	2.2
buf	10	9.5
ha	7	11
nand3	4	3.2
or3	4	3.3
clkbuf	1	0.48
nand2	3	1.4
conb	2	0.95
-- worst min-delay path: cells and delay by family (launching register included) --
| family | cells | cell delay, ps |
|---|---|---|
| DFF | 1 | 320 |
| AOI/OAI and AO/OA | 2 | 110 |
-- area by class of cell --
type / count / area [sq um] / area share, %
clock buffers: 3 / 41.3 / 4.48
clock inverters: 1 / 5.00 / 0.543
inverters: 7 / 26.3 / 2.85
multi-input cells: 62 / 405 / 44.0
flip-flops and latches: 15 / 300 / 32.6
well taps: 50 / 62.6 / 6.79
repair buffers: 8 / 80.1 / 8.70
-- logic make-up after synthesis --
family / after synthesis / share of synthesized area (%)
AND/OR/NAND/NOR: 28 / 21.7
buffers and inverters: 18 / 13.3
AND-OR/OR-AND: 16 / 11.4
flip-flops: 15 / 38.1
adder cells (fa/ha/maj): 7 / 11.1
XOR/XNOR: 3 / 3.33
other: 2 / 0.953
-- routing by layer --
layer / part of all wire [%] / vias to the layer above
met5: 0 / -
met4: 0 / 0
met3: 5.0 / 0
met2: 46 / 11
met1: 49 / 263
li1: - / 308
-- worst max path at each step --
stage            start       endpoint  slack, ps  depth (start not counted)
4_1_cts   d3.a0.cnt[0]  d3.a0.cnt[12]        580                          4
6_report  d3.a0.cnt[0]  d3.a0.cnt[10]        580                          4
5_1_grt   d3.a0.cnt[0]  d3.a0.cnt[12]        420                          4
-- registers in the layout, indices dropped and copies added (netlist names) --
name and count:
d3.a0.cnt 13, d3.a1.cnt 2
Power is estimated from default activity; no workload was simulated.
