$ cat /design/flow/run.sh
#!/bin/bash
# OpenROAD 26Q1-2900-gdf79404cd8, Yosys 0.63+post, stock flow scripts
make -C /OpenROAD-flow-scripts/flow DESIGN_CONFIG=/design/flow/config.mk WORK_HOME=/design/flow/orfs finish
$ cat /design/flow/config.mk
export PLATFORM = sky130hd
export DESIGN_NAME = DIS
export DESIGN_NICKNAME = DIS
export VERILOG_FILES = /design/flow/design.v
export SDC_FILE = /design/flow/constraint.sdc
export NUM_CORES = 4
export LEC_CHECK = 1
export CORE_AREA = 10 10 75 75
export DIE_AREA = 0 0 85 85
$ cat /design/flow/constraint.sdc
current_design DIS

set clk_period 3.3
set clk_io_pct 0.2

create_clock -name clk0 -period $clk_period [get_ports {clk}]

set non_clock_inputs [all_inputs -no_clocks]
set_input_delay [expr $clk_period * $clk_io_pct] -clock clk0 $non_clock_inputs
set_output_delay [expr $clk_period * $clk_io_pct] -clock clk0 [all_outputs]
$ cat /design/flow/design.v
`timescale 1ns / 1ps
module mux(
    input [7:0] d0,
    input [7:0] d1,
    input [1:0] state,
    output reg [7:0] d2 
    );
    always@(*)begin
        if((state == 2'b00) || (state == 2'b01)) begin
            d2 = d0;
        end
        else d2 = d1;
    end
endmodule
`timescale 1ns / 1ps
module DIS(
    input clk,
    input rst,
    input [11:0] rgb,
    output [7:0] a,
    output [6:0] led
);
wire clkd;
wire [3:0] dd;
wire [1:0] cnt;
fpq a0(rst,clk,clkd);
counter a1(clkd,rst,0,1,0,cnt);
decodercnt a4(cnt,a);
mux a2(cnt,rgb,dd);
decoder7 a3(dd,led); 
endmodule
`timescale 1ns / 1ps
module counter (
    input clk,rstn,pe,ce,
    input [1:0] d,
    output reg [1:0] cnt
);
always @(posedge clk) begin
    if(rstn) cnt <= 0;
    else if(pe) cnt <= d;
    else if(ce)begin
        if(cnt == 2'b10) cnt <= 0;
        else cnt <= cnt+1;
    end 
end
endmodule
`timescale 1ns / 1ps
module decoder7(
    input [3:0] d,
    output reg [6:0] led
);
always @(*) begin
    case (d)
        0:led = 7'b0000_001;
        1:led = 7'b1001_111;
        2:led = 7'b0010_010;
        3:led = 7'b0000_110;
        4:led = 7'b1001_100;
        5:led = 7'b0100_100;
        6:led = 7'b0100_000;
        7:led = 7'b0001_111;
        8:led = 7'b0000_000;
        9:led = 7'b0001_100;
        10:led = 7'b0001_000;
        11:led = 7'b0000_000;
        12:led = 7'b0110_001;
        13:led = 7'b0000_001;
        14:led = 7'b0110_000;
        15:led = 7'b0111_000;
        default: led = 0; 
    endcase
end
endmodule
`timescale 1ns / 1ps
module decodercnt(
    input [1:0] cnt,
    output reg [7:0] q
    );
    always@(*)begin
        case(cnt)
            2'b00: q = 8'b11111011;
            2'b01: q = 8'b11111101;
            2'b10: q = 8'b11111110;
            default:q = 8'b11111111;
        endcase
    end
endmodule
`timescale 1ns / 1ps
module fpq (
    input rst,
    input clk,
    output clkd
);
reg [12:0] cnt = 0;
parameter N = 8000;
always@(posedge clk) begin
    if(rst) cnt <= 0;
    else cnt <= cnt+1;
end
assign clkd = (cnt == (N-2));
endmodule
==> impl_metrics.yaml <==
# flow metrics
cts:
  h-tree-depth: 1
  insertion_delay_ns: 0.24
  cts_resized: 0
  numCtsBuffers: 3
  post_cts_buffers: 0
  cts-root-buf: "clkbuf_8"
  cts_hold_buffers: 0
  clkSlewWorstSetupHoldPaths_ns: 0.05
  cts_buffer_depth: 2
  cts_tree: "built"
outcome:
  status: "finished, final reports clean"
routing:
  vias_per_cell: 3.83
  routed_wl_mm: 1.34
  drtAntennaViolNets: 0
  drtIter0Drc: 37
  via_count: 556
  drt_first_pass_iters: 4
  drc: 0
  num_antenna_cells: 0
  wl_per_cell_um: 9.27
die:
  fp-row-count: 23
  core_area_um2: 4060
  chipArea_um2: 7230
  io_pins: 29
  initCoreUtil: 0.196
  die_w_um: 85
  fp.dieH_um: 85
sta:
  worstMarginPinSlew_ns: 0.560
  period_needed_ns: 1.52
  whs_ns: 0.469
  max-slew-margin-rel: 0.625
  setup_tns_ns: 0
  unclocked_regs: 2
  untimed_endpoints: 5
  drv_slew: 0
  hold_viol: 0
  fin_skew_ns: 0.00160
  period_used_share: 0.461
  fmax_mhz: 657
  setup_viol: 0
  rsz0062_at_grt: "no"
synth:
  async_reset_ff_frac: 0
  numSynthFlops: 15
  top_area_cell: "dfxtp_1"
  syn_area_per_cell_um2: 8.74
  yosys_most_used_dff: "dfxtp_1"
  ys_chip_area_um2: 796
  synth.most_common_cell: "dfxtp_1"
  yosys.area.top_type_share: 0.377
  synth_cell_types: 23
  common_cells: "dfxtp_1 (15), buf_4 (12), a21oi_1 (8)"
  ys_cells: 91
  synthCells: 91
  synth_seq_share: 0.377
  synth_area_um2: 796
  yosys_warnings: 15
  topCellsByArea: "dfxtp_1 (38%), buf_4 (11%), ha_1 (9.4%), a21oi_1 (5.0%), o31ai_1 (3.8%)"
  synth-edff-count: 0
cells_and_area:
  fillerInstances: 429
  fin_area_um2: 876
  combGateArea_um2: 405
  syn_to_final_growth_pct: 10.1
  flop_area_um2: 300
  layout-drive-gt1-share: 0.0737
worst_setup_path:
  startpoint_type: "flip-flop"
  setup.worst_path.end_class: "flip-flop"
  critical_path_class: "flip-flop to flip-flop"
  path_delay_family: "simple AND/OR/NAND/NOR gates"
  cp-startpoint: "a0.cnt[0]"
  cp_slowest_cell: "or3_2"
  r2r_start: "a0.cnt[0]"
  critical_path_peak_fanout: 6
  cp.buffers_inverters: 0
  crit_chain: "ha_1 > nand3_1 > or3_2 > a21oi_1"
  cp.required_ns: 3.46
  worst_ep_arrival_time_ns: 1.68
  max_stage_delay_ns: 0.45
  r2r_slack_ns: 1.78
placement:
  dpl_cell_area_um2: 831
  gp_congestion: 0.720
  dp.final_hpwl_um: 960
  io_buffers: 4
global_route:
  overflow: 0
  grt_pass1_wl_mm: 2.22
  track_usage: 0.0344
  first_global_vias: 509
  grt_max_degree: 16
  antenna_found_initial: 0
pwr:
  peakVddDrop_mv: 0.0851
  p_leak_nw: 0.317
  power_density_nw_per_um2: 360
min_path:
  hold_class: "flip-flop to flip-flop"
  hold_start: "a0.cnt[0]"
job:
  warning_count: 41
  drv_cap: 0
==> cell usage in the layout, fill, tap and decap left out, drive strengths merged <==
cell type	Yosys	layout
clkdlybuf4s50	0	4
inv	6	6
nor3	2	2
nand4	4	4
conb	2	12
o21ai	4	4
nor3b	1	1
clkbuf	1	4
or3	4	4
a21oi	8	8
nand2	4	4
ha	6	6
or4	4	4
dfxtp	15	15
nor2	6	6
o31ai	4	4
xnor2	1	1
nand3	4	4
xor2	2	2
==> sequential cells by signal, summed over array words and instances, names as in the netlist <==
register	count
a1.cnt	2
a0.cnt	13
==> worst reg2reg max path, cell delays in order, from the launching register on <==
cell and delay [ns]:
dfxtp_1 0.37, ha_1 0.25, nand3_1 0.21, or3_2 0.45, a21oi_1 0.16
==> final cells by class <==
| class | count | share of cell area |
|---|---|---|
| Clock buffer | 4 | 0.0514 |
| Multi-Input combinational cell | 66 | 0.463 |
| Sequential cell | 15 | 0.343 |
| Tap cell | 50 | 0.0714 |
| Timing Repair Buffer | 4 | 0.0457 |
| Inverter | 6 | 0.0257 |
==> path summary, 6_finish.rpt <==
| path | to | cells past startpoint |
|---|---|---|
| worst max register to register | a0.cnt[8] | 4 |
| worst min register to register | a0.cnt[0] | 1 |
| worst min-delay path | a0.cnt[0] | 1 |
| worst max-delay path | a0.cnt[8] | 4 |
==> power breakdown <==
group	total [mW]	internal, mW	switching, mW	leakage, nW
combinational	0.0109	0.00434	0.00656	0.172
clock	0.141	0.0852	0.0553	0.0228
sequential	0.164	0.160	0.00377	0.122
total	0.316	0.250	0.0657	0.317
==> per-layer routing <==
layer / global-route usage / vias to the layer above / routed length, um
met4: 0.00898 / 0 / 22
met3: 0.0154 / 4 / 88
met5: 0 / - / 0
met2: 0.0477 / 11 / 533
met1: 0.0472 / 246 / 700
li1: - / 295 / -
==> stage by stage <==
stage,std cells,power [mW],utilization,worst slack (ns)
6_report,145,0.316,0.216,1.78
5_1_grt,145,0.329,0.216,1.69
4_1_cts,145,0.319,0.216,1.80
3_5_place_dp,141,0.179,0.205,1.56
3_3_place_gp,141,0.179,0.205,1.56
2_1_floorplan,101,0.184,-,1.96
==> cell families (layout without fill, tap and decap cells) <==
family | after synthesis | after routing | share of synthesized area
buffers and inverters | 20 | 14 | 0.160
adders and majority gates | 6 | 6 | 0.0943
AOI/OAI and AO/OA | 16 | 16 | 0.113
other | 2 | 12 | 0.00944
DFF | 15 | 15 | 0.377
and+or+nand+nor | 29 | 29 | 0.212
xor gates and xnor gates | 3 | 3 | 0.0330
Power and IR drop assume default switching activity.
